[flow/run.sh]
#!/bin/bash
# OpenROAD 26Q1-2900-gdf79404cd8, Yosys 0.63+post, stock flow scripts
make -C /OpenROAD-flow-scripts/flow DESIGN_CONFIG=/design/flow/config.mk WORK_HOME=/design/flow/orfs finish
[flow/config.mk]
export PLATFORM = sky130hd
export DESIGN_NAME = instructionmemory
export DESIGN_NICKNAME = instructionmemory
export VERILOG_FILES = /design/flow/design.v
export SDC_FILE = /design/flow/constraint.sdc
export NUM_CORES = 4
export LEC_CHECK = 1
export CORE_AREA = 10 10 73 73
export DIE_AREA = 0 0 83 83
[flow/constraint.sdc]
current_design instructionmemory

set clk_period 2.5
set clk_io_pct 0.2

create_clock -name clk0 -period $clk_period

set non_clock_inputs [all_inputs -no_clocks]
set_input_delay [expr $clk_period * $clk_io_pct] -clock clk0 $non_clock_inputs
set_output_delay [expr $clk_period * $clk_io_pct] -clock clk0 [all_outputs]
[flow/design.v]
`timescale 1ns / 1ps
module instructionmemory#(
    parameter INS_ADDRESS = 9,
    parameter INS_W = 32
     )(
    input logic [ INS_ADDRESS -1:0] ra ,  
    output logic [ INS_W -1:0] rd  
    );
logic [INS_W-1 :0] Inst_mem [(2**(INS_ADDRESS-2))-1:0];
assign Inst_mem[0 ]=32'b00000000000000000000000000010011; 
assign Inst_mem[1 ]=32'b00000000100000000000000010010011; 
assign Inst_mem[2 ]=32'b00000000010000000000000100010011; 
assign Inst_mem[3 ]=32'b00000000001000001110000110110011; 
assign Inst_mem[4 ]=32'b00000000000000010110001000110011; 
assign Inst_mem[5 ]=32'b00000000001000100000001100110011; 
assign Inst_mem[6 ]=32'b00000000001000000000001000010011; 
assign Inst_mem[7 ]=32'b11111111111000000000001010010011; 
assign Inst_mem[8 ]=32'b00000000010000001001100100110011; 
assign Inst_mem[9 ]=32'b00000000010000101101100110110011; 
assign Inst_mem[10 ]=32'b01000000010000101101101000110011; 
assign Inst_mem[11]=32'b00000000001000001010101010110011; 
assign Inst_mem[12]=32'b00000000000100010010101100110011; 
assign Inst_mem[13]=32'b00000000000100101011101110110011; 
assign Inst_mem[14]=32'b00000000010100001011110000110011; 
assign Inst_mem[15]=32'b00000000100000001010110010010011; 
assign Inst_mem[16]=32'b00000001000000001010110100010011; 
assign Inst_mem[17]=32'b11111111110000000000001010010011; 
assign Inst_mem[18]=32'b11111111111000001011110110010011; 
assign Inst_mem[19]=32'b11111111111000101011111000010011; 
assign Inst_mem[20]=32'b00000000000100101001111010010011; 
assign Inst_mem[21]=32'b00000000000100101101111100010011; 
assign Inst_mem[22]=32'b01000000000100101101111110010011; 
assign Inst_mem[23]=32'b00000000101000001100001100010011; 
assign Inst_mem[24]=32'b00000000001000001110001110010011; 
assign Inst_mem[25]=32'b00000000101000001111010000010011; 
assign Inst_mem[26]=32'b00000000001000001100010010110011; 
assign rd =  Inst_mem [ra[INS_ADDRESS-1:2]];  
endmodule
==> job_summary.md <==
### Yosys + OpenROAD results

| Metric | Value |
|---|---|
| Maximum VDD drop | 63.1 uV |
| Row count | 22 |
| Yosys Chip Area | 890 um^2 |
| Gr ovfl total | 0 |
| Top Ports | 41 |
| Antenna violations before repair | 0 |
| Vias in the first global route | 1,050 |
| Hold Crit Depth | 4 |
| Die footprint | 6890 um^2 |
| Setup ws final | 0.0845 ns |
| Antenna cells | 0 |
| Synth Seq Share | 0 |
| Tcrit/Tclk final | 0.966 |
| Slowest cell on the critical path | clkdlybuf4s50_1 |
| WP buf/inv | 4 |
| Critical Path Start Type | input pin |
| Max Slew Vio Count | 0 |
| Dpl ws | -0.406 ns |
| LEAKAGE | 0.730 nW |
| HP Start | ra[8] |
| Synth Instances | 142 |
| Crit-path leading delay family | buffers and inverters |
| CP Class | input pin to output pin |
| Period minus WS final | 2.42 ns |
| Ys cells | 142 |
| Synth Area per Inst | 6.26 um^2 |
| Fillers | 413 |
| DR vias/cell | 4.80 |
| Max Cap Violations | 0 |
| Power Total | 212 uW |
| Crit path DAT | 1.92 ns |
| Die y size | 83 um |
| Crit-path cells | clkdlybuf4s15_2, buf_6, buf_4, nor3b_2, o21ai_1, a21oi_1, clkdlybuf4s50_1 |
| IO buf count | 31 |
| Tightest Hold Check Type | input pin to output pin |
| Total number of vias | 1,158 |
| Biggest cell delay along the critical path | 0.49 ns |
| Seq cells | 0 |
| Final Cell Area | 1500 um^2 |
| Pwr dens | 142 nW/um^2 |
| Setup Viol. Count Final | 0 |
| Reg area | 0 um^2 |
| DP HPWL | 2.39 mm |
| FMAX | 0.414 GHz |
| Routed wire length | 3.12 mm |
| Dominant logic cell type in the layout | buf_4 |
| Area delta synth->final | 68.2% |
| Iteration-0 DRC Markers | 61 |
| Gr usage total | 0.0815 |
| Synth Cell Area | 890 um^2 |
| Gpl congestion | 0.884 |
| Status | completed |
| Hold path endpoint | rd[7] |
| Pre-antenna DRT Iters | 4 |
| Cell variety after synth | 45 |
| RSZ-0062 raised after global routing | no |
| DRT antenna net count | 0 |
| Syn. warnings | 3,234 |
| Core area | 3740 um^2 |
| Tool warnings | 35 |
| Width of the chip | 83 um |
| Drt drc | 0 |
| Layout cells sized above 1 | 0.358 |
| Crit end category | output pin |
| Post-DP Area | 1340 um^2 |
| Worst EP required | 2.00 ns |
| First-pass GRT wire length | 5.10 mm |
| Most frequent cells in the layout | 32 x buf_4, 17 x a21oi_1, 14 x clkdlybuf4s50_1 |
| Cts hold-fix bufs | 0 |
| CLK BUF | 0 |
| Init Core Util | 0.238 |
| Largest net degree at the start of global routing | 15 |
| Fin. Hold Viols | 0 |
| Critical path fanouts, max | 13 |
| WL per Instance | 13.0 um |
cell type report:
| type | instances | area (um^2) | area share |
|---|---|---|---|
| inverter | 2 | 7.51 | 0.00502 |
| multi-input combinational | 118 | 768 | 0.513 |
| tap | 48 | 60.1 | 0.0401 |
| timing repair buffer | 73 | 661 | 0.441 |
what timing repair did:
item,CTS,global route
gates resized,38,20
pin swaps,2,8
endpoints found under the setup margin,24,19
cloned,1,0
setup buffers,3,2
cell families (layout without fill, tap and decap cells):
family,after synthesis,count (layout),share of synthesized area
buffers and inverters,30,75,0.246
multiplexers,2,2,0.0225
AND/OR/NAND/NOR,57,57,0.357
AND-OR/OR-AND,51,51,0.366
other,2,8,0.00844
worst max path at each step:
stage	from	endpoint	depth (start not counted)
finish	ra[5]	rd[8]	7
global route	ra[5]	rd[8]	7
CTS	ra[8]	rd[17]	5
through the flow:
stage / std cells / hold WS [ns] / TNS, ns / utilization
2_1_floorplan: 148 / 1.14 / 0 / -
3_3_place_gp: 235 / 2.12 / -7.44 / 0.358
3_5_place_dp: 235 / 2.12 / -7.58 / 0.358
4_1_cts: 239 / 1.69 / -0.0118 / 0.386
5_1_grt: 241 / 1.50 / 0 / 0.400
6_report: 241 / 1.46 / 0 / 0.400
metal layers:
metal	GRT usage	up-vias	share of wire
met5	0	-	0
met4	0	0	0
met3	0.0138	0	0.051
met2	0.141	31	0.49
met1	0.108	542	0.46
li1	-	585	-
cells in the mapped netlist (all sizes together), types with 2 or more instances:
cell type,n,share of area
o211ai,3,0.025
nor2,13,0.058
and2b,3,0.025
a31oi,2,0.014
nand2,9,0.038
nand3,3,0.017
a21oi,19,0.11
inv,2,0.0084
o21ai,10,0.056
conb,2,0.0084
buf,26,0.23
nand2b,8,0.056
clkbuf,2,0.0084
mux2i,2,0.023
nor3,6,0.034
o21a,2,0.017
o22ai,2,0.014
o221a,2,0.025
nor2b,7,0.066
where the power goes:
group	internal [mW]	leakage (nW)	total, mW	switching, mW
Sequential	0	0	0	0
Combinational	0.115	0.730	0.212	0.0965
Clock	0	0	0	0
Total	0.115	0.730	0.212	0.0965
Power and IR drop assume default switching activity.
