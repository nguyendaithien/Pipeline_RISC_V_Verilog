===== flow/design.v =====
module execute (
  input               clk               ,     
  input               reset_n           ,   
  input               ID_EX_mem_to_reg  ,
  input               ID_EX_reg_write   ,
  input               ID_EX_mem_write   ,
  input               ID_EX_mem_read    ,
  input               ID_EX_alu_src     ,
  input        [ 1:0] ID_EX_alu_op      ,
  input        [31:0] ID_EX_data1       ,
  input        [31:0] ID_EX_data2       ,
  input        [31:0] ID_EX_imm_gen     ,
  input        [ 4:0] ID_EX_rs1         ,
  input        [ 4:0] ID_EX_rs2         ,
  input        [ 4:0] ID_EX_rd          ,
  input        [ 3:0] ID_EX_inst_func   ,
  input        [ 1:0] forward_a         ,
  input        [ 1:0] forward_b         ,
  input        [31:0] wb_data           ,
  output logic [31:0] EX_MEM_alu_out    ,
  output logic        EX_MEM_mem_to_reg ,
  output logic        EX_MEM_reg_write  ,
  output logic        EX_MEM_mem_write  ,
  output logic        EX_MEM_mem_read   ,
  output logic [31:0] EX_MEM_dataB      ,
  output logic [ 4:0] EX_MEM_rd         ,
  output logic [31:0] alu_out           
);
logic [31:0] dataA;
logic [31:0] dataB;
logic [ 3:0] alu_ctrl;
logic [31:0] alu_inB;
localparam [3:0]  ADD = 4'b0010,
                  SUB = 4'b0110,
                  AND = 4'b0000,
                  OR  = 4'b0001,
                  XOR = 4'b0111;
localparam [1:0]  R = 2'b10,
                  I = 2'b00,
                  B = 2'b01;
always_comb begin : proc_alu_control
  case (ID_EX_alu_op)
  I: alu_ctrl = ADD;
  B: alu_ctrl = SUB;
  R: begin
      case (ID_EX_inst_func)
      4'b0000: alu_ctrl = ADD;
      4'b1000: alu_ctrl = SUB;
      4'b0111: alu_ctrl = AND;
      4'b0110: alu_ctrl = OR ;
      4'b0100: alu_ctrl = XOR;
        default : alu_ctrl = 4'b1111;
      endcase
  end
    default : alu_ctrl = 4'b1111;
  endcase
end
always_comb begin : proc_ALU
  case (forward_a)
  2'b01: dataA = wb_data;
  2'b10: dataA = EX_MEM_alu_out;
    default : dataA = ID_EX_data1;
  endcase
  case (forward_b)
  2'b01: dataB = wb_data;
  2'b10: dataB = EX_MEM_alu_out;
    default : dataB = ID_EX_data2;
  endcase
  alu_inB = (ID_EX_alu_src) ? ID_EX_imm_gen : dataB;
  case (alu_ctrl)
  ADD: alu_out = dataA + alu_inB;
  SUB: alu_out = dataA - alu_inB;
  AND: alu_out = dataA & alu_inB;
  OR : alu_out = dataA | alu_inB;
  XOR: alu_out = dataA ^ alu_inB;
    default : alu_out = dataA;
  endcase
end
always_ff @(posedge clk or negedge reset_n) begin : proc_EX_MEM_register
  if(~reset_n) begin
    EX_MEM_alu_out    <= 0;
    EX_MEM_mem_to_reg <= 0;
    EX_MEM_reg_write  <= 0;
    EX_MEM_mem_write  <= 0;
    EX_MEM_mem_read   <= 0;
    EX_MEM_dataB      <= 0;
    EX_MEM_rd         <= 0;
  end
  else begin
    EX_MEM_alu_out    <= alu_out;
    EX_MEM_mem_to_reg <= ID_EX_mem_to_reg;
    EX_MEM_reg_write  <= ID_EX_reg_write;
    EX_MEM_mem_write  <= ID_EX_mem_write;
    EX_MEM_mem_read   <= ID_EX_mem_read;
    EX_MEM_dataB      <= dataB;
    EX_MEM_rd         <= ID_EX_rd;
  end
end
endmodule : execute

===== flow/run.sh =====
#!/bin/bash
# OpenROAD 26Q1-2900-gdf79404cd8, Yosys 0.63+post, stock flow scripts
make -C /OpenROAD-flow-scripts/flow DESIGN_CONFIG=/design/flow/config.mk WORK_HOME=/design/flow/orfs finish

===== flow/config.mk =====
export PLATFORM = sky130hd
export DESIGN_NAME = execute
export DESIGN_NICKNAME = execute
export VERILOG_FILES = /design/flow/design.v
export SDC_FILE = /design/flow/constraint.sdc
export NUM_CORES = 4
export LEC_CHECK = 1
export CORE_UTILIZATION = 40

===== flow/constraint.sdc =====
current_design execute

set clk_period 17.8
set clk_io_pct 0.2

create_clock -name clk0 -period $clk_period [get_ports {clk}]

set non_clock_inputs [all_inputs -no_clocks]
set_input_delay [expr $clk_period * $clk_io_pct] -clock clk0 $non_clock_inputs
set_output_delay [expr $clk_period * $clk_io_pct] -clock clk0 [all_outputs]

==> results.cfg <==
; physical design summary
[grt]
grt_max_degree = 71
grt_overflow = 0
grt_antenna_before_repair = 2
number_of_global_route_vias_before_repair = 7341
grt.total_usage = 0.309
first_pass_grt_wire_length_mm = 46.1

[synth]
ys_cells = 1005
synth.lib_cells_used.distinct = 68
edf_count = 0
mappedNetlistArea_sq_um = 8000
synth_area_leader_cell = sky130_fd_sc_hd__dfrtp_1
synth_warn = 1
synthTopCellsByArea = sky130_fd_sc_hd__dfrtp_1, sky130_fd_sc_hd__ha_1, sky130_fd_sc_hd__a21oi_1, sky130_fd_sc_hd__a22oi_1, sky130_fd_sc_hd__xnor2_1
syn-instance-count = 1005
netlist.area_leader.share = 0.228
synth.yosys.seq_area_share = 0.228
synth_chip_area_sq_um = 8000
ys_async_sr_fraction = 1.00
syn-mean-instance-area_sq_um = 7.96
synth-seq-cells = 73
synth-main-ff-cell = sky130_fd_sc_hd__dfrtp_1

[pwr]
ir_drop_v = 0.0000448
power.density_cell_area_nw_per_um2 = 83.7
power_leakage_nw = 4.82

[final_timing]
rsz0062_at_grt = no
min_period_ns = 13.68
hold_viol = 0
finalSetupViolCount = 0
tightestPinTransition_ns = 0.838
clock-skew-final_ns = 0.00666
final-max-slew-violation-count = 0
timing.slew.headroom = 0.435
achievable-frequency_mhz = 73.1
final.setup.tns_ns = 0
timing.final.crit_share = 0.769

[clock_network]
ctsLongestPathBuffers = 2
clkTransAtPathRegs_ns = 0.06
cts_max_level = 3
post_cts_buffers = 0
cts-resized-gates = 0
cts_hold_buffers = 0
cts_tree = done
cts-buffers-inserted = 9
number_of_clock_sinks = 73
clock.latency.late_pin_ns = 0.34
root_buffer_selected_by_cts = sky130_fd_sc_hd__clkbuf_16

[worst_hold_path]
holdCritStartpoint = EX_MEM_alu_out[20]$_DFF_PN0_
hold_depth = 2
hold_path.class = flop to flop
worstHoldEndpoint = EX_MEM_dataB[20]$_DFF_PN0_

[worst_setup_path]
crit_path_top_delay_cell = sky130_fd_sc_hd__clkdlybuf4s50_1
critical_path.startpoint_type = primary input
path_class = primary input to output port
worst_r2r_src = EX_MEM_alu_out[0]$_DFF_PN0_
worst-path-max-fanout = 70
crit_buf_inv = 4
reg2reg_slack_ns = 12.43
worst-endpoint-arrival_ns = 10.12
rr_worst_depth = 20
worst_ep_required_time_ns = 14.24
critical_register_to_register_path_endpoint = EX_MEM_alu_out[30]$_DFF_PN0_
cp_slowest_stage_delay_ns = 0.53
critPathCaptureType = output port
critPathTopFamily = AND-OR/OR-AND gates
critical_path_most_common_cell = sky130_fd_sc_hd__a21oi_1
path_cells = clkdlybuf4s50_1, inv_1, ha_2, buf_4, o21ai_1, nor2b_1, a21oi_1, ha_1, nand2b_1, nor3_2, o21ai_1, nand2b_1, nand2_1, xnor2_1, ha_1, a21oi_1, nor2b_1, or4b_1, o22a_1, a311oi_1, a21oi_1, xnor2_1, o22ai_1, clkdlybuf4s50_1

[floorplanning]
floorplan.core_area_sq_um = 19500
ioPinCount = 265
initial_utilization = 0.409
chip_area_sq_um = 20600
placement_rows = 51
die-height_um = 143
die_w_um = 143

[flow_run]
warnings = 77
max_cap_violations = 0

[drt]
dr.first_iter.drc_count = 588
detail_route.vias_per_cell = 5.49
postRouteWirelength_mm = 31.4
route.vias.total = 8214
drtPass1Iterations = 5
routed_wire_length_per_instance_um = 21.0
drt.antenna.violating_nets = 0
remaining_drc_errors = 0

[final_layout]
fillers = 1841
layout.core_utilization = 0.565
flow.area_growth_from_synthesis_pct = 38.1
layout_top_registers = EX_MEM_alu_out x32, EX_MEM_dataB x32, EX_MEM_rd x5
final_area_sq_um = 11000
non_filler_cells_final = 1496
fraction_of_final_layout_cells_sized_beyond_drive_strength_1 = 0.0512

[run_status]
outcome = finished clean

[place]
placed_cells = 1479
place_area_sq_um = 10700
routabilityCongestion = 0.909
dp_hpwl_mm = 25.5
io_buffer_count = 254
-- metrics by stage --
step | setup WS, ns | hold slack [ns] | total power, W
floorplan | 6.19 | 0.517 | 0.000476
global placement | 4.24 | 0.607 | 0.000708
detailed placement | 4.23 | 0.616 | 0.000710
CTS | 4.18 | 0.633 | 0.000924
global route | 3.61 | 0.677 | 0.000990
finish | 4.12 | 0.644 | 0.000924
-- logic make-up (layout without fill, tap and decap cells) --
logic type	count (synthesis)	after routing	synth area share
AND-OR/OR-AND	394	394	0.319
XOR/XNOR	58	58	0.0635
multiplexers	13	13	0.0177
buffers and inverters	146	371	0.0761
flip-flops	73	73	0.228
other	0	1	0
adder cells (fa/ha/maj)	108	108	0.170
AND/OR/NAND/NOR	213	213	0.126
-- report_power, final --
| part | switching, W | internal (W) | total (W) | leakage [nW] |
|---|---|---|---|---|
| Clock | 0.0000745 | 0.000137 | 0.000211 | 0.162 |
| Combinational | 0.000253 | 0.000242 | 0.000495 | 3.77 |
| Sequential | 0.0000230 | 0.000195 | 0.000218 | 0.889 |
| Total | 0.000351 | 0.000574 | 0.000924 | 4.82 |
-- tightest hold or removal path, cell delays in order, from the launching register on --
cell,delay [ns]
sky130_fd_sc_hd__dfrtp_1,0.39
sky130_fd_sc_hd__a221oi_1,0.12
sky130_fd_sc_hd__nor2_1,0.10
-- layout make-up --
class                      instances  area, sq um  area share
clock inverter                     7          119      0.0108
antenna                            1         2.50    0.000227
tap                              265          332      0.0300
timing repair buffer             267         2630       0.238
sequential                        73         1830       0.165
inverter                          88          330      0.0299
multi-input combinational        786         5570       0.505
clock buffer                       9          225      0.0204
-- worst max-delay path by stage --
stage / start / end / slack, ns / cells past startpoint
after global routing: forward_b[0] / alu_out[30] / 3.61 / 24
after CTS: forward_b[0] / alu_out[30] / 4.18 / 24
final: forward_b[0] / alu_out[30] / 4.12 / 24
-- cells in the final DEF (no fill, tap or decap), types with 26 or more instances in the layout --
| cell | n |
|---|---|
| sky130_fd_sc_hd__a21oi_1 | 123 |
| sky130_fd_sc_hd__a221oi_1 | 26 |
| sky130_fd_sc_hd__a22oi_1 | 59 |
| sky130_fd_sc_hd__clkdlybuf4s50_1 | 252 |
| sky130_fd_sc_hd__dfrtp_1 | 73 |
| sky130_fd_sc_hd__ha_1 | 105 |
| sky130_fd_sc_hd__inv_1 | 87 |
| sky130_fd_sc_hd__nand2_1 | 81 |
| sky130_fd_sc_hd__nor2_1 | 66 |
| sky130_fd_sc_hd__o21ai_0 | 66 |
| sky130_fd_sc_hd__xnor2_1 | 49 |
-- Yosys cell counts, types with 4 or more instances --
| master | number |
|---|---|
| sky130_fd_sc_hd__a211oi_1 | 5 |
| sky130_fd_sc_hd__a21o_1 | 11 |
| sky130_fd_sc_hd__a21oi_1 | 123 |
| sky130_fd_sc_hd__a221oi_1 | 26 |
| sky130_fd_sc_hd__a221oi_2 | 4 |
| sky130_fd_sc_hd__a22oi_1 | 59 |
| sky130_fd_sc_hd__a31oi_1 | 8 |
| sky130_fd_sc_hd__and3_1 | 4 |
| sky130_fd_sc_hd__buf_1 | 8 |
| sky130_fd_sc_hd__buf_2 | 6 |
| sky130_fd_sc_hd__buf_6 | 6 |
| sky130_fd_sc_hd__clkbuf_1 | 36 |
| sky130_fd_sc_hd__dfrtp_1 | 73 |
| sky130_fd_sc_hd__ha_1 | 107 |
| sky130_fd_sc_hd__inv_1 | 87 |
| sky130_fd_sc_hd__mux2_2 | 9 |
| sky130_fd_sc_hd__mux2i_1 | 4 |
| sky130_fd_sc_hd__nand2_1 | 81 |
| sky130_fd_sc_hd__nand2b_1 | 8 |
| sky130_fd_sc_hd__nand3_1 | 5 |
| sky130_fd_sc_hd__nor2_1 | 66 |
| sky130_fd_sc_hd__nor2b_1 | 10 |
| sky130_fd_sc_hd__nor3_1 | 8 |
| sky130_fd_sc_hd__nor3_2 | 4 |
| sky130_fd_sc_hd__nor3b_1 | 5 |
| sky130_fd_sc_hd__nor4_1 | 6 |
| sky130_fd_sc_hd__o211ai_1 | 4 |
| sky130_fd_sc_hd__o21a_1 | 18 |
| sky130_fd_sc_hd__o21ai_0 | 66 |
| sky130_fd_sc_hd__o21ai_1 | 23 |
| sky130_fd_sc_hd__o31a_1 | 7 |
| sky130_fd_sc_hd__o31ai_1 | 6 |
| sky130_fd_sc_hd__xnor2_1 | 49 |
| sky130_fd_sc_hd__xor2_1 | 9 |
-- metal layers --
layer  vias to the layer above  part of all wire  global-route usage
li1                       4063                 -                   -
met1                      3784              0.50               0.510
met2                       346              0.39               0.403
met3                        21              0.10              0.0889
met4                         0             0.014              0.0398
met5                         -                 0                   0
No activity file was given, so power comes from the tool's default toggle rates.
