==> design/flow/run.sh <==
#!/bin/bash
# OpenROAD 26Q1-2900-gdf79404cd8, Yosys 0.63+post, stock flow scripts
make -C /OpenROAD-flow-scripts/flow DESIGN_CONFIG=/design/flow/config.mk WORK_HOME=/design/flow/orfs finish
==> design/flow/config.mk <==
export PLATFORM = sky130hd
export DESIGN_NAME = RegFile
export DESIGN_NICKNAME = RegFile
export VERILOG_FILES = /design/flow/design.v
export SDC_FILE = /design/flow/constraint.sdc
export NUM_CORES = 4
export LEC_CHECK = 1
export CORE_UTILIZATION = 30
==> design/flow/constraint.sdc <==
current_design RegFile

set clk_period 11.7
set clk_io_pct 0.2

create_clock -name clk0 -period $clk_period [get_ports {clk}]

set non_clock_inputs [all_inputs -no_clocks]
set_input_delay [expr $clk_period * $clk_io_pct] -clock clk0 $non_clock_inputs
set_output_delay [expr $clk_period * $clk_io_pct] -clock clk0 [all_outputs]
==> design/flow/design.v <==
`timescale 1ns / 1ps
module RegFile#(
      parameter DATA_WIDTH   = 32,   
      parameter ADDRESS_WIDTH = 5,  
      parameter NUM_REGS = 32
   )
   (
   input  clk,  
   input  rst, 
   input  rg_wrt_en,  
   input  [ADDRESS_WIDTH-1:0] rg_wrt_dest,  
   input  [ADDRESS_WIDTH-1:0] rg_rd_addr1,  
   input  [ADDRESS_WIDTH-1:0] rg_rd_addr2,  
   input  [DATA_WIDTH-1:0] rg_wrt_data,  
   output logic [DATA_WIDTH-1:0] rg_rd_data1,  
   output logic [DATA_WIDTH-1:0] rg_rd_data2  
   );
integer 	 i;
logic [DATA_WIDTH-1:0] register_file [NUM_REGS-1:0];
always @( negedge clk ) 
begin
    if( rst == 1'b1 )
        for (i = 0; i < NUM_REGS ; i = i + 1)
            register_file [i] <= 0;
    else if( rst ==1'b0 && rg_wrt_en ==1'b1 )
        register_file [ rg_wrt_dest ] <= rg_wrt_data;
end
assign rg_rd_data1 = register_file[rg_rd_addr1];
assign rg_rd_data2 = register_file[rg_rd_addr2];
endmodule
==> results.toml <==
# flow metrics
[cts]
cts_hold_buf = 0
post_cts_buffers = 0
cts_tree = "yes"
cts.sinks = 1024
ctsResizeCount = 0
cts_buffers = 112
clk_path_buf_depth = 3
cts.reportedPaths.clkPinSlew_ns = 0.03
cts_root_buffer = "clkbuf_16"
htree_levels = 3

[timing]
fin_setup_tns_ns = 0
drv_slew = 0
setup_viol = 0
rsz0062_at_grt = "no"
hold_viol_final = 0
slew_headroom_pct = 38.35
worstMarginPinSlew_ns = 0.9205

[run]
warning_count = 1027
maxCapViolCount = 0

[global_route]
grt_pass1_wl_mm = 283.0
grt_max_degree = 92
grt_usage_pct = 21.51
first_global_vias = 44180
grt.overflow.total = 0
antenna_found_initial = 12

[yosys]
yosysWarnings = 1
synth_seq_share_pct = 54.72
yosys.area.top_type = "edfxtp_1"
netlist.area_leader.share_pct = 54.72
ys_top_cells_by_area = "edfxtp_1, mux2i_1, and2_1, a22oi_1, a22o_1"
postSynth.asyncResetShare_pct = 0
ys_cells = 4641
synth_cell_types = 31
syn_avg_cell_area_um2 = 12.11
ff_type = "edfxtp_1"
netlist_area_mm2 = 0.05620
netlist_instances = 4641
ys_chip_area_mm2 = 0.05620
synth-edff-count = 1024
numSynthFlops = 1024

[detailed_routing]
finalWirelength_mm = 197.5
ant_nets = 0
drc = 0
drt_iter0_markers = 3018
vias = 41790
dr.pass1.iters = 6
vias_per_cell = 5.104
post_drt_wl_per_cell_um = 24.12

[critical_path]
endpoint_kind = "output port"
required_ns = 9.36
startpoint_type = "flip-flop"
crit_arrival_ns = 8.95
cp_max_fo = 2
crit_start = "register_file[3][3]"
critical_path_class = "reg -> out"

[floorplan]
dieWidth_um = 434.8
fp_util_pct = 30.24
rows = 158
io_pins = 114
dieHeight_um = 434.8
dieArea_mm2 = 0.1891
core_mm2 = 0.1858

[final_layout]
lay_top_count = "inv_1"
layout-drive-gt1-share_pct = 7.780
fin_util_pct = 36.53
lay_top_cells = "inv_1, and2_1, mux2i_1, edfxtp_1, nand2_1"
reg.largest.list = "register_file x1024"
largest_register = "register_file"
syn_to_final_growth_pct = 20.80
largest_reg_flops = 1024

[power_and_ir_drop]
leakage_nw = 29.95
irDropWorstVdd_v = 0.0001174
powerDensity_mw_per_mm2 = 156.8

[place]
gp_congestion = 0.8967
io_buffers = 113
dpl.hpwl_mm = 114.9

[run_status]
status = "finished clean"

[min_path]
holdCritPathClass = "in -> out"
hp-start = "rg_rd_addr2[1]"
-- layer usage --
metal	track usage [%]	part of all wire, %
met1	24.89	36
met2	31.90	47
met4	10.12	4.0
met5	0.3528	0.085
met3	12.93	13
-- metrics by stage --
| step | cells | cell area, µm² | hold WS [ns] | total power [W] | worst slack [ns] |
|---|---|---|---|---|---|
| 6_report | 8189 | 67890 | 6.027 | 0.01065 | 0.4084 |
| 3_5_place_dp | 6951 | 60080 | 6.057 | 0.006009 | 0.6443 |
| 2_1_floorplan | 4641 | 56200 | 4.941 | 0.005514 | 1.838 |
| 4_1_cts | 8187 | 67880 | 6.069 | 0.01079 | 0.3705 |
| 5_1_grt | 8187 | 67880 | 6.094 | 0.01127 | 0.3132 |
| 3_3_place_gp | 6951 | 60080 | 6.078 | 0.005993 | 0.6158 |
-- kinds of logic (layout without fill, tap and decap cells) --
family / Yosys count / count (layout) / share of synthesized area [%]
simple gates: 1568 / 1568 / 16.10
mux: 1024 / 1024 / 18.24
flops: 1024 / 1024 / 54.72
compound gates: 576 / 576 / 6.982
buf+inv: 449 / 1515 / 3.965
other cells: 0 / 2 / 0
-- critical path, cell delays in order (launching register included) --
cell	delay, ns
edfxtp_1	0.37
mux2i_1	0.16
a22o_1	0.25
nor3_1	0.10
a31oi_1	0.67
nand3_1	0.30
clkdlybuf4s50_1	0.49
-- Yosys cell counts, types with 21 or more instances --
cell	count
nand3_1	193
and2_1	1026
buf_4	83
a22oi_1	192
buf_1	25
clkbuf_1	247
a21oi_1	192
a22o_1	128
edfxtp_1	1024
or2_2	34
a31oi_1	64
clkbuf_2	21
buf_2	53
nand2_1	196
nor3_1	64
mux2i_1	1024
-- power by group --
group	internal [W]	leakage [nW]	switching [W]	total, W
clock network	0.00274	7.41	0.00245	0.00519
registers	0.00427	9.74	0.000102	0.00437
logic	0.000399	12.8	0.000690	0.00109
-- worst paths after layout --
kind               to  slack [ns]  cells after the start
max    rg_rd_data2[3]        0.41                      6
min   rg_rd_data2[16]        6.03                      6
-- layout make-up --
class,instances,area (µm²)
clock buffer,113,2828
multi-input combinational,3168,23400
sequential,1024,30750
antenna,2,5.005
fill,17680,117900
tap,2480,3103
timing repair buffer,278,2825
clock inverter,1124,4980
Power and IR drop assume default switching activity.
